## design/flow/design.v

```verilog
`timescale 10ps / 10ps
`default_nettype none
module ldpc_fifo #(
    parameter integer WIDTH = 8,
    parameter integer DEPTH = 2048
) (
    input  wire logic [WIDTH-1:0] i_in_data,
    input  wire logic             i_in_valid,
    output      logic             o_in_ready,
    output      logic [WIDTH-1:0] o_out_data,
    output      logic             o_out_valid,
    input  wire logic             i_out_ready,
    input  wire logic             i_clock,
    input  wire logic             i_reset
);
logic [WIDTH-1:0] buffer [0:DEPTH-1]  ;
logic [$clog2(DEPTH)-1:0] head;
logic [$clog2(DEPTH)-1:0] tail;
logic [$clog2(DEPTH):0] water_level;  
always_ff @(posedge i_clock) begin
    buffer[head] <= i_in_data;
end
always_comb begin
    o_out_data = buffer[tail];
end
always_ff @(posedge i_clock) begin
    if (i_reset == 1'b1) begin
        head <= 0;
        tail <= 0;
        water_level <= 0;
    end else begin
        if ((i_in_valid == 1'b1) && (o_in_ready == 1'b1)) begin
            if (head == 2*DEPTH-1) begin
                head <= 0;
            end else begin
                head <= head + 1;
            end
        end
        if ((o_out_valid == 1'b1) && (i_out_ready == 1'b1)) begin
            if (tail == 2*DEPTH-1) begin
                tail <= 0;
            end else begin
                tail <= tail + 1;
            end
        end
        case ({i_in_valid, o_in_ready, o_out_valid, i_out_ready})
        4'b1100, 4'b1110, 4'b1101: water_level <= water_level + 1;
        4'b0011, 4'b0111, 4'b1011: water_level <= water_level - 1;
        default: water_level <= water_level;
        endcase
    end
end
enum {
    ST_INIT,
    ST_EMPTY,
    ST_NORMAL,
    ST_FULL
} curr_state, next_state;
always_ff @(posedge i_clock) begin
    if (i_reset == 1'b1) begin
        curr_state <= ST_INIT;
    end else begin
        curr_state <= next_state;
    end
end
always_comb begin
    case (curr_state)
    ST_EMPTY: begin
        case ({i_in_valid, i_out_ready})
        2'b11, 2'b10: next_state = ST_NORMAL;
        default: next_state = ST_EMPTY;
        endcase
        o_in_ready = 1'b1;
        o_out_valid = 1'b0;
    end
    ST_NORMAL: begin
        case ({i_in_valid, i_out_ready})
        2'b01: next_state = (water_level == 1) ? ST_EMPTY : ST_NORMAL;
        2'b10: next_state = (water_level == DEPTH - 1) ? ST_FULL : ST_NORMAL;
        default: next_state = ST_NORMAL;
        endcase
        o_in_ready = 1'b1;
        o_out_valid = 1'b1;
    end
    ST_FULL: begin
        case ({i_in_valid, i_out_ready})
        2'b11, 2'b01: next_state = ST_NORMAL;
        default: next_state = ST_FULL;
        endcase
        o_in_ready = 1'b0;
        o_out_valid = 1'b1;
    end
    default: begin  
        next_state = ST_EMPTY;
        o_in_ready = 1'b0;
        o_out_valid = 1'b0;
    end
    endcase
end
endmodule: ldpc_fifo
`default_nettype wire
```

## design/flow/run.sh

```bash
#!/bin/bash
# OpenROAD 26Q1-2900-gdf79404cd8, Yosys 0.63+post, stock flow scripts
make -C /OpenROAD-flow-scripts/flow DESIGN_CONFIG=/design/flow/config.mk WORK_HOME=/design/flow/orfs finish
```

## design/flow/config.mk

```make
export PLATFORM = sky130hd
export DESIGN_NAME = ldpc_fifo
export DESIGN_NICKNAME = ldpc_fifo
export VERILOG_FILES = /design/flow/design.v
export SDC_FILE = /design/flow/constraint.sdc
export NUM_CORES = 4
export LEC_CHECK = 1
export CORE_UTILIZATION = 30
export SYNTH_MEMORY_MAX_BITS = 65536
```

## design/flow/constraint.sdc

```tcl
current_design ldpc_fifo

set clk_period 451.3
set clk_io_pct 0.2

create_clock -name clk0 -period $clk_period [get_ports {i_clock}]

set non_clock_inputs [all_inputs -no_clocks]
set_input_delay [expr $clk_period * $clk_io_pct] -clock clk0 $non_clock_inputs
set_output_delay [expr $clk_period * $clk_io_pct] -clock clk0 [all_outputs]
```

==> CHANGELOG.md <==
### Physical design

* Final Routed Wirelength at 2080000 um
* H-tree depth at 7
* Row count at around 540
* Core Footprint at between 2000000 and 2500000 sq um
* Worst setup SP type: register
* Worst r2r src: head[0]$_SDFFE_PP0P_
* DP Cell Count at 61.4k
* Hold Crit Class: reg2reg
* Net Switching at 629 uW
* #FFs+latches synth at about 16k
* Die Wd at 1470 um
* Slew headroom at -7.45%
* Syn Inst Count at 33.2k
* R2R cell count at 9
* Drt wl/cell at 32.1 um
* Vias at 342k
* PnR worst setup slack at 347600 ps
* Via/cell ratio at 5.27
* Initial antenna violation count at 260
* Synth Warn # at 1
* YS chip area at about 650000 sq um
* Floorplan Utilization at 30.1%
* Switch share at about 20%
* CP max FO at 82
* DRC errors left at 0
* Vias in the first global route at 369k
* Top area contributor share at about three quarters
* PD cells at 4.19 nW/um^2
* Ports at 22
* Crit Path Category: reg2out
* CTS tree: done
* DIE HEIGHT at 1470 um
* Min Tclk post-route at 103700 ps
* Comb power frac at 2.6%
* OpenROAD warnings at 103
* Endpoints failing setup at 0
* Sequential power share at 54.5%
* Reg clk slew, reported paths at around 60 ps
* Max-slew violations at 3
* Global-route wire length before repair at 2870000 um
* FILL cells at 197k
* Unrepaired setup endpoints after global routing: false
* Clock buffer depth at 6
* Place WS at 349350 ps
* Cell taking the most area after synthesis: edfxtp_1
* Mean post-synth cell area at 19.5 sq um
* Clk sink count at ~16k
* Clock power share at between 40% and 50%
* Layout Cells excl Fill at 64.9k
* Number of cells in Yosys stat at 33.2k
* Total die size at 2170000 sq um
* Crit end category: output pin
* TritonRoute pass-1 iters at 8
* Critical Path RT at 361040 ps
* Routability-driven placement congestion ratio at slightly above 0.9
* Num CTS Buffers at 1613
* Post-synthesis instance area at 648000 sq um
* Most common reg cell: edfxtp_1
* Async S/R FF share, synth at 0%
* Final instance area at 736000 sq um
* HP Start: tail[1]$_SDFFE_PP0P_
* Failing checks: antenna violations, max-capacitance violations, max-slew violations
* Synth-to-Final Area Change at 13.5%
* VDD IR max at 4.14 uV
* Final core area utilization at 34.2%
* Final period utilization at 23.0%
* Cts repair resizes at 0
* Drt initial violations at between 20k and 25k
* Antenna Nets Post-Route at 1
* Remaining global-route overflow at 0
* HPWL Detailed at around 1300000 um
* Dpl cell area at 683000 sq um
* Port-buffer cells at 21
* Final Power at 3.08 mW
* Top cells, area: edfxtp_1, mux4_2, mux2i_1
* MaxCap Viol Count at 1
* R2r endpoint: buffer[416][0]$_DFFE_PP_
* Netlist cell types at 110
* Post-route setup TNS at 0 ps
* Late-Pin Clk Latency at 1480 ps
* Largest net degree at the start of global routing at between 100 and 150
* Post-CTS Setup Bufs at 0
* WP data arrival at 13440 ps
* Total Routing Usage GR at roughly a fifth
* Layout cells sized above 1 at 18.0%
* Internal power at 2.45 mW
* Hold Crit Depth at 2
* # hold bufs at CTS at 0
* Count of library flops with an enable pin at about 16k
* Status: finished with violations
* Fmax at 0.00964 GHz
* Hold_ws at around 500 ps
* Register area share after synthesis at 76.0%
* Root Buffer: clkbuf_16
* Pleak at between 200 and 250 nW
* Flop-to-flop setup slack at 446020 ps
* Skew final at about 210 ps
* Hold Vio Cnt, Final at 0
* Tightest Pin Transition at between 1500 and 2000 ps
[flip-flops by register name, summed over array words and instances (netlist names), named ones only]
| signal | flops |
|---|---|
| buffer | 16384 |
| water_level | 12 |
| head | 11 |
| tail | 11 |
| curr_state | 4 |
[worst max-delay path, stage by stage, from the launching register on]
cell,delay [ps]
dfxtp_4,740
buf_4,640
buf_4,690
buf_12,510
buf_4,660
buf_4,620
buf_4,660
buf_4,630
buf_4,620
buf_4,710
buf_12,540
mux2i_1,200
o221ai_1,250
a21oi_1,90
o211ai_1,510
a21oi_1,180
nor3_1,330
nand4_1,500
nand4_1,950
buf_4,260
and4_1,450
buf_4,380
clkdlybuf4s50_1,530
[final cells by class]
| cell class | count | area [sq um] | share of cell area [%] |
|---|---|---|---|
| inverters | 13 | 71.3 | 0.00970 |
| diodes | 530 | 1330 | 0.180 |
| well taps | 28700 | 35900 | 4.88 |
| clock inverters | 951 | 9120 | 1.24 |
| flip-flops and latches | 16400 | 493000 | 67.0 |
| repair buffers | 1812 | 14400 | 1.95 |
| clock buffers | 1971 | 42100 | 5.73 |
| multi-input cells | 14500 | 140000 | 19.0 |
[layer usage]
metal | GRT usage (%) | wire (um) | vias up
met3 | 21.3 | 474000 | 4577
met2 | 28.0 | 906000 | 26800
met4 | 9.94 | 117000 | 392
li1 | - | - | 140000
met1 | 17.7 | 570000 | 170000
met5 | 5.70 | 14400 | -
[how the worst max path moves through the flow]
| stage | start | endpoint | slack (ps) | depth (start not counted) |
|---|---|---|---|---|
| 6_report | register | o_out_data[2] | 347600 | 22 |
| 5_1_grt | register | o_out_data[2] | 346880 | 22 |
| 4_1_cts | register | o_out_data[2] | 347900 | 22 |
[layout by cell type (no fill, tap or decap), types with 173 or more instances in the layout]
cell type and count:
nand2_1 491, o221ai_1 1062, nor3_1 400, o21ai_0 478, mux4_1 292, mux4_2 2059
buf_4 1744, clkinv_2 307, a21oi_1 750, clkbuf_16 1633, edfxtp_1 16400, clkinv_1 367
clkbuf_1 338, mux2i_1 3534, nand3_1 173, a31oi_1 184, diode_2 530, nor2_1 2566
o22ai_1 967
[cell usage after synthesis, types with 17 or more instances]
cell type,count
edfxtp_1,16400
mux2i_1,3535
nor2_1,2589
mux4_2,2059
o221ai_1,1062
o22ai_1,969
clkbuf_1,864
a21oi_1,753
nand2_1,536
o21ai_0,484
nor3_1,405
buf_2,387
mux4_1,292
buf_6,263
buf_8,195
a31oi_1,190
nand3_1,188
buf_4,167
buf_1,135
buf_12,118
a2111oi_0,113
nor4_1,113
a211oi_1,110
clkbuf_8,108
a22oi_1,93
mux2_2,93
nand4_1,63
and2_1,60
a221oi_1,53
dfxtp_1,49
o31ai_1,44
and3_1,39
o211ai_1,39
o21a_1,36
o311ai_0,34
a21o_1,31
or3_1,30
o2111ai_1,25
o22a_1,25
a211o_1,20
a2bb2oi_1,20
xor2_1,20
or4_1,19
nor2b_1,18
a32oi_1,17
[cells by family after synthesis]
| group | synth area share (%) |
|---|---|
| xor+xnor | 0.0392 |
| fa+ha+maj | 0.0154 |
| flops | 76.0 |
| compound gates | 4.59 |
| buf+inv | 2.61 |
| simple gates | 2.75 |
| mux | 14.0 |
[power groups by stage]
stage / registers, mW / logic [mW] / clock network (mW)
global route: 1.68 / 0.0837 / 1.39
CTS: 1.68 / 0.0783 / 1.34
finish: 1.68 / 0.0787 / 1.32
No activity file was given, so power comes from the tool's default toggle rates.
