[/design/flow/config.mk]
export PLATFORM = sky130hd
export DESIGN_NAME = ebr_fifo
export DESIGN_NICKNAME = ebr_fifo
export VERILOG_FILES = /design/flow/design.v
export SDC_FILE = /design/flow/constraint.sdc
export NUM_CORES = 4
export LEC_CHECK = 1
export CORE_UTILIZATION = 50
export SYNTH_MEMORY_MAX_BITS = 65536
[/design/flow/constraint.sdc]
current_design ebr_fifo

set clk_period 601.7
set clk_io_pct 0.2

create_clock -name clk0 -period $clk_period [get_ports {i_clock}]

set non_clock_inputs [all_inputs -no_clocks]
set_input_delay [expr $clk_period * $clk_io_pct] -clock clk0 $non_clock_inputs
set_output_delay [expr $clk_period * $clk_io_pct] -clock clk0 [all_outputs]
[/design/flow/design.v]
`timescale 10ps / 10ps
`default_nettype none
module ebr_fifo #(
    parameter integer WIDTH = 8,
    parameter integer DEPTH = 2048
) (
    input  wire logic [WIDTH-1:0] i_in_data,
    input  wire logic             i_in_valid,
    output      logic             o_in_ready,
    output      logic [WIDTH-1:0] o_out_data,
    output      logic             o_out_valid,
    input  wire logic             i_out_ready,
    input  wire logic             i_clock,
    input  wire logic             i_reset
);
logic [WIDTH-1:0] buffer [0:DEPTH-1]  ;
logic [$clog2(DEPTH)-1:0] head;
logic [$clog2(DEPTH)-1:0] tail;
logic [$clog2(DEPTH):0] water_level;  
always_ff @(posedge i_clock) begin
    buffer[head] <= i_in_data;
end
always_comb begin
    o_out_data = buffer[tail];
end
always_ff @(posedge i_clock) begin
    if (i_reset == 1'b1) begin
        head <= 0;
        tail <= 0;
        water_level <= 0;
    end else begin
        if ((i_in_valid == 1'b1) && (o_in_ready == 1'b1)) begin
            if (head == 2*DEPTH-1) begin
                head <= 0;
            end else begin
                head <= head + 1;
            end
        end
        if ((o_out_valid == 1'b1) && (i_out_ready == 1'b1)) begin
            if (tail == 2*DEPTH-1) begin
                tail <= 0;
            end else begin
                tail <= tail + 1;
            end
        end
        case ({i_in_valid, o_in_ready, o_out_valid, i_out_ready})
        4'b1100, 4'b1110, 4'b1101: water_level <= water_level + 1;
        4'b0011, 4'b0111, 4'b1011: water_level <= water_level - 1;
        default: water_level <= water_level;
        endcase
    end
end
enum {
    ST_INIT,
    ST_EMPTY,
    ST_NORMAL,
    ST_FULL
} curr_state, next_state;
always_ff @(posedge i_clock) begin
    if (i_reset == 1'b1) begin
        curr_state <= ST_INIT;
    end else begin
        curr_state <= next_state;
    end
end
always_comb begin
    case (curr_state)
    ST_EMPTY: begin
        case ({i_in_valid, i_out_ready})
        2'b11, 2'b10: next_state = ST_NORMAL;
        default: next_state = ST_EMPTY;
        endcase
        o_in_ready = 1'b1;
        o_out_valid = 1'b0;
    end
    ST_NORMAL: begin
        case ({i_in_valid, i_out_ready})
        2'b01: next_state = (water_level == 1) ? ST_EMPTY : ST_NORMAL;
        2'b10: next_state = (water_level == DEPTH - 1) ? ST_FULL : ST_NORMAL;
        default: next_state = ST_NORMAL;
        endcase
        o_in_ready = 1'b1;
        o_out_valid = 1'b1;
    end
    ST_FULL: begin
        case ({i_in_valid, i_out_ready})
        2'b11, 2'b01: next_state = ST_NORMAL;
        default: next_state = ST_FULL;
        endcase
        o_in_ready = 1'b0;
        o_out_valid = 1'b1;
    end
    default: begin  
        next_state = ST_EMPTY;
        o_in_ready = 1'b0;
        o_out_valid = 1'b0;
    end
    endcase
end
endmodule: ebr_fifo
`default_nettype wire
[/design/flow/run.sh]
#!/bin/bash
# OpenROAD 26Q1-2900-gdf79404cd8, Yosys 0.63+post, stock flow scripts
make -C /OpenROAD-flow-scripts/flow DESIGN_CONFIG=/design/flow/config.mk WORK_HOME=/design/flow/orfs finish
==> flow_summary_export.csv <==
group,metric,value,unit
outcome,status,"finished with violations",
outcome,violations,"max-capacitance violations, max-slew violations",
timing,finalClockPeriodUsage,0.222,
job,max-cap-violations,3,
cts,cts_inserted_buffers,1729,
drt,avgViaCountPerCell,6.36,
critical_path,reg2reg_depth,9,
yosys,synth_cell_types,110,
power,vdd_ir_drop_max,0.00265,mV
drt,drt_iter0_markers,23800,
drt,routed_wl,2050,mm
yosys,yosys.area.top_type,"edfxtp_1",
timing,slew_viol_final,6,
hold_path,min_path_type,"flip-flop to flip-flop",
cts,cts-root-buf,"clkbuf_16",
power,comb_power_share,0.025,
timing,min_period,133.54,ns
layout,fin_util,0.561,
timing,whs,0.492,ns
cts,htree_levels,7,
cts,cts_setup_buffers,0,
critical_path,cp-end-kind,"primary output",
critical_path,worstReg2RegEnd,"buffer[416][3]",
yosys,ys_async_sr_fraction,0,
timing,fmax,0.00749,GHz
timing,finalClockSkew,0.212,ns
power,power_switching,0.469,mW
floorplan,dieArea,1300000,um^2
yosys,avgSynthCellArea,19.5,um^2
power,internal_power,1.86,mW
grt,grt_pass1_vias,362000,
critical_path,reg2reg_setup_slack,596.46,ns
yosys,synth-edff-count,16400,
cts,cts_hold_buf,0,
layout,drive_above_1_share,0.184,
layout,mostFrequentLayoutCells,"edfxtp_1 (16400), mux2i_1 (3535), nor2_1 (2563)",
drt,dr.pass1.iters,8,
grt,grt-ovfl-total,0,
yosys,postSynthCellCount,33200,
grt,grt_pass1_wl,2830,mm
grt,grt_usage,0.355,
place,hpwl,1320,mm
floorplan,die_y,1.14,mm
timing,rsz0062_at_grt,"no",
power,power.leakage,216,nW
floorplan,fp-row-count,417,
power,cellPowerDensity,3.23,nW/um^2
cts,clkSlewWorstSetupHoldPaths,0.05,ns
layout,area_delta_synth_final,11.6,%
yosys,synth_top_area_share,0.759,
yosys,yosysChipArea,648000,um^2
cts,clk_latency,1.37,ns
drt,drc,0,
yosys,topCellsByArea,"edfxtp_1 (76%), mux4_2 (7.2%), mux2i_1 (5.5%), nor2_1 (1.5%), o221ai_1 (1.4%)",
critical_path,worstPathRequired,481.36,ns
timing,setup_viol,0,
floorplan,dieWidth,1.14,mm
floorplan,core_area,1290000,um^2
critical_path,critPathMaxStageDelay,0.96,ns
drt,ant_nets,0,
timing,final.setup.tns,0,ns
layout,lay_top_count,"edfxtp_1",
critical_path,crit_path_frequent_cell,"buf_4",
critical_path,crit_path_start_kind,"flip-flop",
yosys,yosysWarnings,1,
yosys,synth-main-ff-cell,"edfxtp_1",
cts,clock-sinks,16400,
critical_path,worstPathArrival,13.20,ns
cts,cts.repair.resized,0,
power,sequentialPowerShare,0.539,
timing,hold_viol_final,0,
yosys,synthesis.area,648000,um^2
grt,antenna_found_initial,236,
critical_path,cp_slowest_cell,"and3_1",
job,warnings,129,
grt,grt_max_degree,137,
timing,worstMarginPinSlew,1.60,ns
critical_path,r2r_start,"head[0]",
power,swShare,0.201,
drt,vias,341000,
place,gp_congestion,0.951,
place,port_buffers,21,
yosys,ys_cells,33200,
yosys,synth_seq_share,0.760,
cts,cts_tree,"done",
floorplan,ioPinCount,22,
critical_path,criticalPathCategory,"flip-flop to primary output",
critical_path,critPathCapture,"o_out_data[0]",
yosys,numSynthFlops,16400,
drt,drt-wirelength-per-cell,38.4,um
critical_path,worstPathCellList,"buf_12 > buf_12 > buf_4 > buf_4 > buf_4 > buf_4 > buf_4 > buf_4 > buf_4 > buf_4 > mux2i_1 > o221ai_1 > a21oi_2 > buf_4 > a2111oi_0 > buf_4 > nand2_1 > nor3_1 > o221ai_1 > nand4_1 > and3_1 > buf_4 > clkdlybuf4s50_1",
timing,relSlewSlack,-0.0645,
cts,clock_path_buffers,6,
power,p_clk_frac,0.436,
floorplan,floorplanUtilization,0.502,
critical_path,critPathMaxFanout,78,
==> power by group through the flow <==
stage,clock [mW],combinational (mW),sequential [mW]
after global routing,1.07,0.0621,1.26
final,1.02,0.0585,1.26
after CTS,1.03,0.0584,1.26
==> kinds of logic (layout without fill, tap and decap cells) <==
logic type	count (synthesis)	after routing	synth area share
AOI/OAI and AO/OA	4293	4293	0.0459
xor gates and xnor gates	29	29	0.000392
adders and majority gates	8	8	0.000154
buffers and inverters	2269	4944	0.0261
DFF	16400	16400	0.760
muxes	5979	5979	0.140
other	0	476	0
and+or+nand+nor	4175	4175	0.0275
==> critical path: cells and delay by family, from the launching register on <==
family / cells / cell delay (ns)
DFF: 1 / 0.70
and+or+nand+nor: 4 / 2.37
muxes: 1 / 0.17
AOI/OAI and AO/OA: 4 / 1.27
buffers and inverters: 14 / 6.95
==> through the flow <==
step | setup WS (ns) | power, mW | instances | area, um^2
5_1_grt | 467.66 | 2.39 | 53200 | 723000
3_3_place_gp | 469.67 | 1.34 | 50000 | 669000
4_1_cts | 468.33 | 2.34 | 53000 | 723000
2_1_floorplan | 478.63 | 1.32 | 33200 | 648000
6_report | 468.16 | 2.33 | 53500 | 724000
3_5_place_dp | 469.77 | 1.34 | 50000 | 669000
==> final cells by class <==
| type | count | area [um^2] |
|---|---|---|
| clock buffer | 2098 | 45100 |
| antenna | 476 | 1190 |
| timing repair buffer | 1877 | 15000 |
| sequential | 16400 | 493000 |
| inverter | 13 | 71.3 |
| clock inverter | 956 | 8120 |
| fill | 94300 | 567000 |
| tap | 17200 | 21500 |
| multi-input combinational | 14500 | 140000 |
==> synth_stat cells, types with 167 or more instances <==
| cell | n |
|---|---|
| clkbuf_1 | 864 |
| nor3_1 | 405 |
| edfxtp_1 | 16400 |
| buf_2 | 387 |
| o21ai_0 | 484 |
| o221ai_1 | 1062 |
| buf_4 | 167 |
| nor2_1 | 2589 |
| nand2_1 | 536 |
| a31oi_1 | 190 |
| mux2i_1 | 3535 |
| mux4_1 | 292 |
| o22ai_1 | 969 |
| a21oi_1 | 753 |
| buf_6 | 263 |
| nand3_1 | 188 |
| buf_8 | 195 |
| mux4_2 | 2059 |
==> flip-flops by register name (all words and copies together), names as in the netlist, named ones only <==
| register | flops |
|---|---|
| water_level | 12 |
| tail | 11 |
| buffer | 16384 |
| curr_state | 4 |
| head | 11 |
==> worst min-delay path by stage <==
stage                         start            end  slack, ns  cells after the start
after CTS                   tail[1]      flip-flop       0.49                      2
after global routing  curr_state[0]  curr_state[2]       0.53                      2
final                 curr_state[0]  curr_state[2]       0.49                      2
==> per-layer routing <==
layer,share of wire,vias to the layer above,GRT usage
met3,0.20,4377,0.309
met1,0.28,171000,0.401
met5,0.0039,-,0.0523
met2,0.44,23900,0.468
li1,-,141000,-
met4,0.066,290,0.184
Power figures rest on the tool's default switching activity, not on a simulated workload.
