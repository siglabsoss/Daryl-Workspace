==> flow/design.v <==
`timescale 10ps / 10ps
`default_nettype none
module concatenator_ebr_fifo #(
    parameter integer WIDTH = 8,
    parameter integer DEPTH = 2048
) (
    input  wire logic [WIDTH-1:0] i_in_data,
    input  wire logic             i_in_valid,
    output      logic             o_in_ready,
    output      logic [WIDTH-1:0] o_out_data,
    output      logic             o_out_valid,
    input  wire logic             i_out_ready,
    input  wire logic             i_clock,
    input  wire logic             i_reset
);
logic [WIDTH-1:0] buffer [0:DEPTH-1]  ;
logic [$clog2(DEPTH):0] head;
logic [$clog2(DEPTH):0] tail;
logic [$clog2(DEPTH):0] water_level;  
always_ff @(posedge i_clock) begin
    buffer[head] <= i_in_data;
end
always_comb begin
    o_out_data = buffer[tail];
end
always_ff @(posedge i_clock) begin
    if (i_reset == 1'b1) begin
        head <= 0;
        tail <= 0;
        water_level <= 0;
    end else begin
        if ((i_in_valid == 1'b1) && (o_in_ready == 1'b1)) begin
            if (head == 2*DEPTH-1) begin
                head <= 0;
            end else begin
                head <= head + 1;
            end
        end
        if ((o_out_valid == 1'b1) && (i_out_ready == 1'b1)) begin
            if (tail == 2*DEPTH-1) begin
                tail <= 0;
            end else begin
                tail <= tail + 1;
            end
        end
        case ({i_in_valid, o_in_ready, o_out_valid, i_out_ready})
        4'b1100, 4'b1110, 4'b1101: water_level <= water_level + 1;
        4'b0011, 4'b0111, 4'b1011: water_level <= water_level - 1;
        default: water_level <= water_level;
        endcase
    end
end
enum {
    ST_INIT,
    ST_EMPTY,
    ST_NORMAL,
    ST_FULL
} curr_state, next_state;
always_ff @(posedge i_clock) begin
    if (i_reset == 1'b1) begin
        curr_state <= ST_INIT;
    end else begin
        curr_state <= next_state;
    end
end
always_comb begin
    case (curr_state)
    ST_EMPTY: begin
        case ({i_in_valid, i_out_ready})
        2'b11, 2'b10: next_state = ST_NORMAL;
        default: next_state = ST_EMPTY;
        endcase
        o_in_ready = 1'b1;
        o_out_valid = 1'b0;
    end
    ST_NORMAL: begin
        case ({i_in_valid, i_out_ready})
        2'b01: next_state = (water_level == 1) ? ST_EMPTY : ST_NORMAL;
        2'b10: next_state = (water_level == DEPTH - 1) ? ST_FULL : ST_NORMAL;
        default: next_state = ST_NORMAL;
        endcase
        o_in_ready = 1'b1;
        o_out_valid = 1'b1;
    end
    ST_FULL: begin
        case ({i_in_valid, i_out_ready})
        2'b11, 2'b01: next_state = ST_NORMAL;
        default: next_state = ST_FULL;
        endcase
        o_in_ready = 1'b0;
        o_out_valid = 1'b1;
    end
    default: begin  
        next_state = ST_EMPTY;
        o_in_ready = 1'b0;
        o_out_valid = 1'b0;
    end
    endcase
end
endmodule: concatenator_ebr_fifo
`default_nettype wire
==> flow/run.sh <==
#!/bin/bash
# OpenROAD 26Q1-2900-gdf79404cd8, Yosys 0.63+post, stock flow scripts
make -C /OpenROAD-flow-scripts/flow DESIGN_CONFIG=/design/flow/config.mk WORK_HOME=/design/flow/orfs finish
==> flow/config.mk <==
export PLATFORM = sky130hd
export DESIGN_NAME = concatenator_ebr_fifo
export DESIGN_NICKNAME = concatenator_ebr_fifo
export VERILOG_FILES = /design/flow/design.v
export SDC_FILE = /design/flow/constraint.sdc
export NUM_CORES = 4
export LEC_CHECK = 1
export CORE_UTILIZATION = 50
export SYNTH_MEMORY_MAX_BITS = 65536
==> flow/constraint.sdc <==
current_design concatenator_ebr_fifo

set clk_period 359.2
set clk_io_pct 0.2

create_clock -name clk0 -period $clk_period [get_ports {i_clock}]

set non_clock_inputs [all_inputs -no_clocks]
set_input_delay [expr $clk_period * $clk_io_pct] -clock clk0 $non_clock_inputs
set_output_delay [expr $clk_period * $clk_io_pct] -clock clk0 [all_outputs]
==> flow_metrics.py <==
# Generated from Yosys and OpenROAD reports
metrics = {
    "timing": {
        "hold_violations": 0,
        "fmax_mhz": 11.77,
        "tightest_slew_ns": 1.527,
        "finClkSkew_ns": 0.1538,
        "final.setup.tns_ns": 0,
        "worst_slew_margin_rel": -0.02851,
        "grt_setup_unrepaired": "false",
        "period_minus_slack_ns": 84.94,
        "setup-violations-final": 0,
        "final.hold.worst_slack_ns": 0.5019,
        "drv_slew": 2,
        "timing.final.crit_share": 0.2365,
    },
    "power_and_ir_drop": {
        "ir_worst_vdd_mv": 0.005387,
        "power.total_mw": 3.901,
        "power.leakage_nw": 214.4,
        "power_per_cell_area_nw_per_um2": 5.408,
    },
    "final_layout": {
        "final_layout_top_logic_cell": "sky130_fd_sc_hd__edfxtp_1",
        "fin_area_um2": 721300,
        "area.growth.synth_to_final_pct": 11.83,
        "layout_top_cells_excl_fill_tap": "sky130_fd_sc_hd__edfxtp_1 (16384), sky130_fd_sc_hd__mux2i_1 (3361), sky130_fd_sc_hd__nor2_1 (2467)",
        "final_core_utilization": 0.5615,
        "final_layout_size_suffix_gt1_frac": 0.1867,
    },
    "floorplanning": {
        "floorplanUtilization": 0.5021,
        "die_height_um": 1138,
        "rows": 416,
        "core_area_um2": 1285000,
        "dieWidth_um": 1138,
        "chip_area_um2": 1295000,
        "ioPinCount": 22,
    },
    "logic_synthesis": {
        "number_of_enable_type_register_cells_in_the_synthesized_netlist": 16384,
        "yosysTopAreaCellShare": 0.7628,
        "postSynth.asyncResetShare": 0,
        "synth.cellmix.xorXnorShare": 0.0003666,
        "ys_sh_simple": 0.02612,
        "synthesis.area_um2": 645000,
        "yosysWarningCount": 1,
        "synth.area.top_cells": "sky130_fd_sc_hd__edfxtp_1 (76%), sky130_fd_sc_hd__mux4_2 (8.0%), sky130_fd_sc_hd__mux2i_1 (5.2%), sky130_fd_sc_hd__o221ai_1 (1.7%), sky130_fd_sc_hd__nor2_1 (1.5%)",
        "aoi_share": 0.04550,
        "yosysUniqueCellTypes": 102,
        "synth.comb.largest_family": "multiplexers",
        "synthesis_area_per_yosys_um2": 645000,
        "synth_top_cell_by_area": "sky130_fd_sc_hd__edfxtp_1",
        "postSynthCellCount": 32845,
        "yosys-mux-area-fraction": 0.1411,
        "synthesis.area_per_instance_um2": 19.64,
        "adder_share_synth": 0.0001552,
        "ff_type": "sky130_fd_sc_hd__edfxtp_1",
        "ys_ff": 16435,
        "synth-seq-area-share": 0.7643,
        "synth_stat.cells": 32845,
    },
    "critical_path": {
        "worst-path-buf-inv": 16,
        "criticalPathCategory": "flop to output port",
        "timing.critical_path.slowest_cell_delay_ns": 0.74,
        "rrSetupSlack_ns": 354.00,
        "crit_path_max_fanout": 40,
        "critical-path-top-cell-by-count": "sky130_fd_sc_hd__buf_4",
        "critPathArrivalTime_ns": 13.10,
        "critPathRequiredTime_ns": 287.36,
        "setup.worst_path.end_class": "output port",
        "timing.critical_path.cells": "buf_4 > buf_4 > buf_4 > buf_4 > buf_4 > buf_4 > buf_4 > buf_4 > buf_4 > buf_4 > buf_4 > mux2i_1 > o221ai_1 > a21oi_1 > o21ai_0 > nand4_1 > nor4b_1 > buf_4 > o32ai_2 > buf_4 > nor4_2 > buf_6 > buf_4 > clkdlybuf4s50_1",
        "critical_path.slowest_cell": "sky130_fd_sc_hd__nor4b_1",
        "worst_setup_start_kind": "flop",
        "cpLargestDelayFamily": "buffers and inverters",
    },
    "placed_design": {
        "detailed_place_hpwl_um": 1271000,
        "place_congestion": 0.9223,
        "io_buffers": 21,
        "placedInstanceArea_um2": 667200,
    },
    "clock_network": {
        "postCtsSetupBuffers": 0,
        "gates_resized_cts_repair": 0,
        "clock_latency_on_the_worst_skew_pair_ns": 1.38,
        "cts.sinks": 16435,
        "cts_tree": "done",
        "number_of_levels_in_the_clock_h_tree": 7,
        "tritoncts.num_buffers": 1729,
        "cts_hold_buf": 0,
        "cts_max_path_buffers": 6,
        "cts-root-buf": "sky130_fd_sc_hd__clkbuf_16",
        "worst_setup_hold_path_clk_slew_ns": 0.06,
    },
    "global_routing": {
        "grt_usage": 0.3482,
        "grt_max_degree": 120,
        "grt_antenna_before_repair": 214,
        "gr-total-overflow": 0,
        "grt_pass1_vias": 359444,
        "first_pass_grt_wire_length_um": 2770000,
    },
    "drt": {
        "drtIter0Drc": 24228,
        "drt_pre_antenna_iters": 8,
        "drt.antenna.violating_nets": 0,
        "avgViaCountPerCell": 6.348,
        "detailroute.via_count": 336383,
        "drc": 0,
        "route.detailed.wl_per_inst_um": 37.63,
        "postRouteWirelength_um": 1994000,
    },
    "job": {
        "stage_log_warnings": 74,
        "max_cap_viols": 1,
    },
    "outcome": {
        "status": "finished with violations",
        "violations": "max-capacitance violations, max-slew violations",
    },
    "hold_path": {
        "timing.hold.worst.class": "flop to flop",
    },
}
==> synth_stat cells, types with 147 or more instances <==
master,count
sky130_fd_sc_hd__mux2i_1,3361
sky130_fd_sc_hd__a21oi_1,807
sky130_fd_sc_hd__edfxtp_1,16384
sky130_fd_sc_hd__buf_1,147
sky130_fd_sc_hd__nor3_1,366
sky130_fd_sc_hd__o21ai_0,510
sky130_fd_sc_hd__nand3_1,172
sky130_fd_sc_hd__buf_4,183
sky130_fd_sc_hd__nand2_1,564
sky130_fd_sc_hd__mux4_1,186
sky130_fd_sc_hd__buf_6,354
sky130_fd_sc_hd__clkbuf_1,1044
sky130_fd_sc_hd__o221ai_1,1254
sky130_fd_sc_hd__a31oi_1,182
sky130_fd_sc_hd__nor2_1,2493
sky130_fd_sc_hd__buf_2,298
sky130_fd_sc_hd__o22ai_1,818
sky130_fd_sc_hd__mux4_2,2295
==> final timing paths <==
path,to,cells after the start,from
worst max-delay path,o_out_data[2],24,flop
worst min-delay path,head[11],2,head[11]
worst max register to register,buffer[1060][3],9,head[0]
worst min register to register,head[11],2,head[11]
==> power breakdown <==
group | internal (mW) | leakage [nW] | switching (mW) | total, mW
registers | 2.11 | 148 | 0.000296 | 2.11
logic | 0.0282 | 40.8 | 0.0641 | 0.0924
clock network | 0.983 | 26.0 | 0.717 | 1.70
total | 3.12 | 214 | 0.781 | 3.90
==> stage by stage <==
step / worst slack [ns] / instances
after detailed placement: 275.37 / 49513
after floorplan: 284.63 / 32845
final: 274.26 / 52994
after global routing: 273.38 / 52715
after global placement: 274.01 / 49506
after CTS: 273.89 / 52565
==> sequential cells by signal, summed over array words and instances, names as in the netlist, named ones only <==
signal,flops
tail,12
head,12
buffer,16384
water_level,12
curr_state,4
==> final cells by class <==
type	instances	area, µm²
Tap cell	17138	21440
Sequential cell	16435	493100
Multi-Input combinational cell	14175	138700
Fill cell	93711	563300
Clock inverter	921	7639
Inverter	12	67.56
Timing Repair Buffer	1754	13940
Clock buffer	2131	45440
Antenna cell	428	1071
==> routing by layer <==
layer | vias up | global-route usage | part of all wire
met5 | - | 0.06815 | 0.0051
met4 | 337 | 0.1477 | 0.052
met3 | 4146 | 0.3182 | 0.21
met2 | 23342 | 0.4540 | 0.44
met1 | 169205 | 0.4044 | 0.29
li1 | 139353 | - | -
==> logic make-up (layout without fill, tap and decap cells) <==
family / after synthesis / count (layout)
other: 0 / 428
multiplexers: 5913 / 5913
AND/OR/NAND/NOR: 3994 / 3994
XOR/XNOR: 27 / 27
AND-OR/OR-AND: 4233 / 4233
flip-flops: 16435 / 16435
adder cells (fa/ha/maj): 8 / 8
buffers and inverters: 2235 / 4818
==> tightest hold or removal path: stages, from the launching register on <==
cell and delay (ns):
sky130_fd_sc_hd__dfxtp_1 0.32, sky130_fd_sc_hd__o21ai_0 0.08, sky130_fd_sc_hd__a21oi_1 0.06
Power is estimated from default activity; no workload was simulated.
