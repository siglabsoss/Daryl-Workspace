==> run.sh <==
#!/bin/bash
# OpenROAD 26Q1-2900-gdf79404cd8, Yosys 0.63+post, stock flow scripts
make -C /OpenROAD-flow-scripts/flow DESIGN_CONFIG=/design/flow/config.mk WORK_HOME=/design/flow/orfs finish
==> config.mk <==
export PLATFORM = sky130hd
export DESIGN_NAME = ebr_ram
export DESIGN_NICKNAME = ebr_ram
export VERILOG_FILES = /design/flow/design.v
export SDC_FILE = /design/flow/constraint.sdc
export NUM_CORES = 4
export LEC_CHECK = 1
export CORE_UTILIZATION = 40
export SYNTH_MEMORY_MAX_BITS = 65536
==> design.v <==
`timescale 10ps / 10ps
`default_nettype none
module ebr_ram #(
    parameter integer WIDTH = 8,
    parameter integer DEPTH = 1024
) (
    input  wire logic [WIDTH-1:0]         i_in_data,
    input  wire logic [$clog2(DEPTH)-1:0] i_in_addr,
    input  wire logic                     i_in_valid,
    input  wire logic [$clog2(DEPTH)-1:0] i_out_addr,
    input  wire logic                     i_out_addr_valid,
    output      logic                     o_out_addr_ready,
    output      logic [WIDTH-1:0]         o_out_data,
    output      logic                     o_out_valid,
    input  wire logic                     i_out_ready,
    input  wire logic                     i_clock,
    input  wire logic                     i_reset
);
logic [WIDTH-1:0] buffer [0:DEPTH-1]  ;
always_ff @(posedge i_clock) begin
    if (i_in_valid == 1'b1) begin
        buffer[i_in_addr] <= i_in_data;
    end
end
logic [WIDTH-1:0] out_data_reg;
logic             out_data_valid_reg;
always_ff @(posedge i_clock) begin
    if (i_out_addr_valid == 1'b1) begin
        out_data_reg <= buffer[i_out_addr];
    end
    out_data_valid_reg <= (i_out_addr_valid == 1'b1)
        && (o_out_addr_ready == 1'b1);
end
localparam integer MAX_SKID = 4;
logic [$clog2(MAX_SKID):0]   front_skid_count;
logic [$clog2(MAX_SKID):0]   back_skid_count;
logic [MAX_SKID*WIDTH-1:0]   skid_data;
logic [$clog2(MAX_SKID)-1:0] in_count;
logic [$clog2(MAX_SKID)-1:0] out_count;
always_ff @ (posedge i_clock) begin
    if (i_reset == 1'b1) begin
        o_out_addr_ready <= 1'b0;
        o_out_valid <= 1'b0;
        skid_data <= '0;
        front_skid_count <= 0;
        back_skid_count <= 0;
        in_count <= 0;
        out_count <= 0;
    end else begin
        case ({ i_out_addr_valid, o_out_addr_ready, o_out_valid, i_out_ready })
        4'b1100, 4'b1110, 4'b1101: begin
            if (front_skid_count == MAX_SKID - 1) begin
                o_out_addr_ready <= 1'b0;
            end else begin
                o_out_addr_ready <= 1'b1;
            end
            front_skid_count <= front_skid_count + 1;
        end
        4'b0011, 4'b1011, 4'b0111: begin
            o_out_addr_ready <= 1'b1;
            front_skid_count <= front_skid_count - 1;
        end
        default: begin
            if (front_skid_count >= MAX_SKID) begin
                o_out_addr_ready <= 1'b0;
            end else begin
                o_out_addr_ready <= 1'b1;
            end
        end
        endcase
        case ({ out_data_valid_reg, o_out_valid, i_out_ready })
        4'b100, 4'b110, 4'b101: begin
            o_out_valid <= 1'b1;
            back_skid_count <= back_skid_count + 1;
        end
        4'b011: begin
            if (back_skid_count == 1) begin
                o_out_valid <= 1'b0;
            end else begin
                o_out_valid <= 1'b0;
            end
            back_skid_count <= back_skid_count - 1;
        end
        default: begin
            if (back_skid_count == 0) begin
                o_out_valid <= 1'b0;
            end else begin
                o_out_valid <= 1'b1;
            end
        end
        endcase
        if (out_data_valid_reg == 1'b1) begin
            case(in_count)
            0:       skid_data[WIDTH-1:0] <= out_data_reg;
            1:       skid_data[2*WIDTH-1:WIDTH] <= out_data_reg;
            2:       skid_data[3*WIDTH-1:2*WIDTH] <= out_data_reg;
            default: skid_data[4*WIDTH-1:3*WIDTH] <= out_data_reg;
            endcase
            if (in_count == MAX_SKID - 1) begin
                in_count <= 0;
            end else begin
                in_count <= in_count + 1;
            end
        end
        if ((o_out_valid == 1'b1) && (i_out_ready == 1'b1)) begin
            if (out_count == MAX_SKID - 1) begin
                out_count <= 0;
            end else begin
                out_count <= out_count + 1;
            end
        end
    end
end
logic [WIDTH-1:0] out_data_buf;
always_comb begin
    case(out_count)
    0:       out_data_buf = skid_data[WIDTH-1:0];
    1:       out_data_buf = skid_data[2*WIDTH-1:WIDTH];
    2:       out_data_buf = skid_data[3*WIDTH-1:2*WIDTH];
    default: out_data_buf = skid_data[4*WIDTH-1:3*WIDTH];
    endcase
end
assign o_out_data = out_data_buf;
endmodule: ebr_ram
`default_nettype wire
==> constraint.sdc <==
current_design ebr_ram

set clk_period 44.2
set clk_io_pct 0.2

create_clock -name clk0 -period $clk_period [get_ports {i_clock}]

set non_clock_inputs [all_inputs -no_clocks]
set_input_delay [expr $clk_period * $clk_io_pct] -clock clk0 $non_clock_inputs
set_output_delay [expr $clk_period * $clk_io_pct] -clock clk0 [all_outputs]
==> deck_impl_summary.md <==
Physical Implementation Snapshot

Run status
  • Status: finished, final reports clean

Power
  • Max VDD drop: about 48 µV
  • Clock Power Share: roughly two fifths
  • Design Power: approximately 16 mW
  • Flop pwr share: between 50% and 60%
  • Switch share: between 20% and 30%
  • Leakage power: 114 nW
  • Psw: approximately 3.6 mW
  • Comb pwr share: around 5.2%
  • Cell Int Power: between 10 and 15 mW
  • Cell Pwr Density: 44.7 nW/µm²

Final layout
  • Filler cell count: 65800
  • P&R area growth vs syn: 13.2%
  • Fraction of final layout cells sized beyond drive strength 1: 24.2%
  • Comb gate area: between 60000 and 70000 µm²
  • Max reg flops: 8192
  • Storage element area: between 200000 and 250000 µm²

Logic synthesis
  • Post-synth EDFFs: around 8000
  • Max-area cell share: 76.4%
  • Dominant flop cell: edfxtp_1
  • Async SR Flop Fraction: 0%
  • Synth warn: 1
  • Most common cell in the netlist: edfxtp_1
  • Yosys top cell by area: edfxtp_1
  • Yosys reg bits: 8245
  • Top cells by instance count after synthesis: edfxtp_1 (8200), mux4_2 (1707), nor2_1 (1151)
  • Yosys Chip Area: ~320000 µm²
  • Cell count after synthesis: around 15000
  • Top cells, area: edfxtp_1 (76%), mux4_2 (12%), mux2i_1 (2.5%), nor2_1 (1.3%), mux4_1 (0.91%)
  • Syn_area_per_cell: between 20 and 25 µm²
  • Synth cell types: 93
  • Netlist Area Pre-Place: between 300000 and 400000 µm²
  • Post-synth seq share: between 70% and 80%
  • # Cells Yosys: about 15000

Placed design
  • HPWL after DPL: between 600 and 700 mm
  • Routability cong.: a little over 0.9
  • Port-buffer cells: about 42

Die
  • Core Region: around 800000 µm²
  • Die X: 900 µm
  • Die Area: about 800000 µm²
  • Io pins: about 43
  • FP Util: approximately two fifths
  • Row Count: roughly 330
  • Die height: 900 µm

Drt
  • DR vias: 162000
  • DRC viols: 0
  • Drt total wl: ~1000 mm
  • DRT antenna net count: 0
  • Drt pass-1 iters: 6
  • Vias per cell: between 5 and 6
  • Wirelength per Cell: approximately 35 µm
  • First DRT Iteration DRCs: between 10000 and 15000

Setup path
  • Peak fanout along the critical path: around 66
  • Critical path depth: 17
  • Sequence of cells on the critical path: buf_16 > buf_4 > buf_4 > buf_4 > buf_12 > buf_4 > buf_4 > buf_12 > buf_4 > buf_4 > mux4_1 > mux4_1 > o22ai_1 > buf_4 > a2111oi_2 > o211ai_1 > o2111ai_1
  • Top cell by count, worst path: buf_4
  • Buf/Inv on CP: 11
  • Startpoint Class: primary input
  • Reg2reg path depth: 7
  • Setup crit end kind: register
  • Critical Setup Path Class: primary input to register
  • Critical Path AT: between 15000 and 20000 ps
  • Slowest cell delay on critical path: roughly 650 ps
  • Slowest-stage cell, CP: buf_4
  • WP data required: around 45000 ps
  • Cell family with most CP delay: buffers and inverters

Global route
  • Largest net degree at the start of global routing: about 130
  • Global Route Usage Sum: approximately a quarter
  • Initial antenna violation count: between 80 and 90
  • First-pass GRT wire length: ~1400 mm
  • GRT overflow: 0
  • Vias in the first global route: 175000

Final timing
  • Fmax: between 0.06 and 0.07 GHz
  • Hold Violations, Final: 0
  • Hold_ws: about 460 ps
  • Setup TNS: 0 ps
  • RSZ-0062 raised after global routing: false
  • Worst-Margin Slew: 1320 ps
  • Final Setup Violations: 0
  • Period utilization: 36.5%
  • Tmin final: 16120 ps
  • Clock skew: about 110 ps
  • Headroom to the max-slew limit: around a tenth
  • Slew Viols, Final: 0

Clock tree
  • Clock Tree Root: clkbuf_16
  • Worst-Skew Late Latency: 1220 ps
  • H-tree Lvls: 6
  • CTS tree: built
  • CTS resizes: 0
  • Clk sinks: slightly above 8000
  • CTS Hold Bufs: 0
  • Clock transition at the registers of the reported paths: around 60 ps
  • Cts bufs inserted: roughly 820
  • Clock buffer depth: 4
  • Post-CTS setup buffers: 0

Worst hold path
  • Hold WC Path Type: register to register
  • Hold path cells: 2

Job
  • Tool warnings: approximately 54
  • Max-cap violations: 0
## worst reg2reg max path: cells and delay by family (launching register included)
family | cells | cell delay, ps
AND-OR/OR-AND | 2 | 610
flip-flops | 1 | 350
multiplexers | 2 | 890
AND/OR/NAND/NOR | 3 | 1880
## metal layers
layer | GRT usage [%] | up-vias | share of wire [%]
li1 | - | 66200 | -
met1 | 28.7 | 82100 | 29
met2 | 36.8 | 11200 | 45
met3 | 23.2 | 1917 | 20
met4 | 10.8 | 105 | 5.1
met5 | 2.75 | - | 0.24
## layout make-up
cell class              count  area share, %
clock inverters           507           1.32
repair buffers           1125           2.44
inverters                  20         0.0267
diodes                    121         0.0830
multi-input cells        6054           18.9
well taps               10600           3.63
clock buffers            1008           5.88
flip-flops and latches   8245           67.7
## power groups by stage
stage	logic (mW)	clock network (mW)	registers [mW]
4_1_cts	0.849	6.91	8.61
5_1_grt	0.899	7.20	8.61
6_report	0.855	6.83	8.61
## metrics by stage
step	area, µm²	worst slack, ps	util [%]	cells
floorplan	322000	32670	-	15300
global placement	338000	26770	42.1	26000
detailed placement	338000	26760	42.1	26000
CTS	365000	28000	45.4	27600
global route	365000	27610	45.4	27600
finish	365000	28080	45.5	27700
## cell usage in the layout, fill, tap and decap left out, types with 29 or more instances in the layout
master / count
a211oi_1: 53
a21oi_1: 271
a221oi_1: 36
a22oi_1: 170
a31oi_1: 45
buf_4: 1062
bufinv_16: 63
clkbuf_1: 176
clkbuf_16: 830
clkinv_1: 216
clkinv_2: 143
dfxtp_1: 45
diode_2: 121
edfxtp_1: 8200
mux2i_1: 815
mux4_1: 111
mux4_2: 1707
nand2_1: 324
nand3_1: 128
nand4_1: 29
nor2_1: 1135
nor2b_1: 29
nor3_1: 127
o21ai_0: 119
o221ai_1: 221
o22ai_1: 246
## final timing paths
check | start | to | slack (ps)
setup / recovery | i_out_addr[0] | out_data_reg[4] | 28080
setup reg to reg | buffer[555][5] | out_data_reg[5] | 40230
hold reg to reg | skid_data[17] | skid_data[17] | 460
hold / removal | skid_data[17] | skid_data[17] | 460
## logic make-up (layout without fill, tap and decap cells)
| group | Yosys count | in the layout | synth area share, % |
|---|---|---|---|
| DFF | 8245 | 8245 | 76.7 |
| AOI/OAI and AO/OA | 1373 | 1373 | 2.95 |
| other | 0 | 121 | 0 |
| buffers and inverters | 1020 | 2660 | 2.18 |
| and+or+nand+nor | 2006 | 2006 | 2.66 |
| adders and majority gates | 11 | 11 | 0.0474 |
| muxes | 2660 | 2660 | 15.5 |
| xor gates and xnor gates | 4 | 4 | 0.0109 |
Power is estimated from default activity; no workload was simulated.
